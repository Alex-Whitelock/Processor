### design/flow/run.sh
#!/bin/bash
# OpenROAD 26Q1-2900-gdf79404cd8, Yosys 0.63+post, stock flow scripts
make -C /OpenROAD-flow-scripts/flow DESIGN_CONFIG=/design/flow/config.mk WORK_HOME=/design/flow/orfs finish
### design/flow/constraint.sdc
current_design ProcessorControlUnit

set clk_period 2.3
set clk_io_pct 0.2

create_clock -name clk0 -period $clk_period [get_ports {clock}]

set non_clock_inputs [all_inputs -no_clocks]
set_input_delay [expr $clk_period * $clk_io_pct] -clock clk0 $non_clock_inputs
set_output_delay [expr $clk_period * $clk_io_pct] -clock clk0 [all_outputs]
### design/flow/design.v
`timescale 1ns / 1ps
module ProcessorControlUnit(
    input clock,
    input [15:0] instruction,
    input reset,
    output [4:0] regWrite,
    output [3:0] opCode,
    output [3:0] exOp,    
    output [3:0] immediateHigh,
    output [3:0] immediateLow,
    output [4:0] rDest,
    output [4:0] rSrc,
	 output regOrImm,
    output pcEnabled,
	 output branchMux,
    output pcOrRegMemMUX,
    output memAEnabled,
    output memAWriteEnabled,
    output memBEnabled,
    output outReset
    );
parameter R_Type=4'b0000;
parameter Shift=4'b1000;
parameter ADD = 4'b0101; 
parameter ADDU = 4'b0110;
parameter ADDC = 4'b0111;
parameter ADDCU = 4'b1010;
parameter SUB = 4'b1001;
parameter CMP = 4'b1011;
parameter CMPU= 4'b1000;
parameter AND = 4'b0001;
parameter OR = 4'b0010;
parameter XOR = 4'b0011;
parameter NOP = 4'b0000;
parameter NOT = 4'b0100;
parameter LW = 4'b1100; 
parameter SW = 4'b1111; 
parameter ADDI = 4'b0101; 
parameter ADDUI = 4'b0110;
parameter ADDCI = 4'b0111;
parameter ADDCUI = 4'b1101;     
parameter SUBI = 4'b1001;
parameter CMPI = 4'b1011;
parameter LWI = 4'b0011;
parameter ANDI = 4'b0001;
parameter LSH = 4'b0100;
parameter LSHI = 4'b1000;
parameter RSH = 4'b0101;
parameter RSHI = 4'b0111;
parameter ALSH = 4'b0110;
parameter ARSH = 4'b0011; 
reg [4:0] currentState;
reg [15:0] currentInstruction;
always @(posedge clock)
begin
	regWrite <= 5'b10000;  
	opCode <= 4'b0000;
	exOp	 <= 4'b0000; 
	immediateHigh <= 4'b0000;
	immediateLow <= 4'b0000;
	rDest <= 5'b00000;
	rSrc <= 5'b00000;
	regOrImm <= 1'b0;
	pcEnabled <= 1'b0;
	branchMux <= 1'b0;
	pcOrRegMemMUX <= 1'b0;
	memAEnabled <= 1'b0;
	memAWriteEnabled <= 1'b0;
	memBEnabled <= 1'b0;
	if (reset == 1'b1)
		begin
		currentState <= 5'd0;
		end
	else
		begin
		case(currentState)
			4'd0:
			begin
				memAEnabled <= 1'b1;
				currentInstruction <= instruction;
				currentState <= 5'd1;							
			end	
			4'd1:
			begin
				memAEnabled <= 1'b0;
				case (currentInstruction[11:8])
					R_Type:
						begin
						case (currentInstruction[7:4])
							NOP:
								begin
								currentState <= 5'd0;
								end
							LW:
								begin
								currentState <= 5'd3;
								end
							SW:
								begin
								currentState <= 5'd5;
								end
							default:
								begin
								currentState <= 5'd2;
								end
						endcase
						end
					Shift:
						begin
							case (currentInstruction[7:4])
								LSH:
									begin
									currentState <= 5'd2;
									end
								LSHI:
									begin
									currentState <= 5'd7;
									end
								RSH:
									begin
									currentState <= 5'd2;
									end
								RSHI:
									begin
									currentState <= 5'd7;
									end
								ALSH:
									begin
									currentState <= 5'd2;
									end
								ARSH:
									begin
									currentState <= 5'd2;
									end
							endcase
						end
					default:
						begin
						currentState <= 5'd7;
						end
				endcase
			end
			4'd2:
				begin
				regWrite <= {1'b0, currentInstruction[11:8]};
				opCode <= currentInstruction[15:12];
				exop <= currentInstruction[7:4];
				rDest <= currentInstruction[11:8];
				rSrc <= currentInstruction[3:0];
				regOrImm <= 1'b1;
				pcEnabled <= 1'b1;
				currentState <= 5'd0;
				end
			4'd3:
				begin
				opCode <= currentInstruction[15:12];
				exOp <= currentInstruction[7:4];
				rDest <= currentInstruction[11:8];
				rSrc <= currentInstruction[3:0];
				regOrImm <= 1'b1;
				memAEnabled <= 1'b1;
				currentState <= 5'd4;
				end
			4'd4:
				begin
				regWrite <= {1'b0, currentInstruction[11:8]};
				opCode <= currentInstruction[15:12];
				exOp <= currentInstruction[7:4];
				rDest <= currentInstruction[11:8];
				rSrc <= currentInstruction[3:0];
				regOrImm <= 1'b1;
				pcEnabled <= 1'b1;
				memAEnabled <= 1'b1;
				currentState <= 5'd0;
				end
			4'd5:
				begin
				opCode <= currentInstruction[15:12];
				exop <= currentInstruction[7:4];
				rSrc <= currentInstruction[11:8];
				regOrImm <= 1'b1;
				pcEnabled <= 1'b1;
				memAEnabled <= 1'b1;
				memAWriteEnabled <= 1'b1;
				currentState <= 5'd0;
				end
			4'd6:
				begin
				opCode <= currentInstruction[15:12];
				currentState <= 5'd0;
				end
			4'd7:
				begin
				opCode <= currentInstruction[15:12];
				immediateHigh <= currentInstruction[7:4];
				immediateLow <= currentInstruction[3:0];
				currentState <= 5'd8;
				end
			4'd8:
				begin
				regWrite <= currentInstruction[11:8];
				opCode <= currentInstruction[15:12];
				immediateHigh <= currentInstruction[7:4];
				immediateLow <= currentInstruction[3:0];
				rDest <= currentInstruction[11:8];
				pcEnabled <= 1'b1;
				currentState <= 5'd0;
				end
			default:
				begin
				currentState <= 5'd0;
				end
		endcase
		end
end
endmodule
### design/flow/config.mk
export PLATFORM = sky130hd
export DESIGN_NAME = ProcessorControlUnit
export DESIGN_NICKNAME = ProcessorControlUnit
export VERILOG_FILES = /design/flow/design.v
export SDC_FILE = /design/flow/constraint.sdc
export NUM_CORES = 4
export LEC_CHECK = 1
export CORE_UTILIZATION = 30
==> results.txt <==
Status = completed
Clock Latency Late Sink = 0.33 ns
ANT nets after route = 0
Max incr delay on CP = 0.48 ns
WP data arrival = 1.15 ns
Setup tns final = 0 ns
I/O pins = 57
Largest net degree at the start of global routing = 19
H-tree levels = 3
Worst Hold Class = register to register
Initial DRC count = 60
Most frequent cell after synthesis = dfxtp_1
Clock Path Buffers = 2
CTS Hold Buffers Added = 0
Via density = 4.271
Crit-path leading delay family = buffers and inverters
Post-route cell area = 2581 µm²
#FFs+latches synth = 57
DIE AREA = 6406 µm²
FP Core Util = 31.04%
# clock sinks = 57
Tally of OpenROAD warnings = 25
Fin crit period = 1.613 ns
Req. time, crit path = 1.84 ns
Rows = 28
Final period util = 70.15%
CTS root buf = clkbuf_8
Placed cell area = 2391 µm²
Die x size = 80.04 µm
Yosys warns = 57
Worst-path cell with the longest stage delay = clkdlybuf4s50_1
N_diodes = 0
Crit path capture type = primary output
Yosys Chip Area = 1827 µm²
Avg WL per Cell = 11.38 µm
Final Max Tran Viols = 0
Worst vdd ir = 0.3605 mV
Count of cell types in the netlist = 31
GRT Residual Overflow = 0
Core area = 5886 µm²
Top cells by count = dfxtp_1 (41), and2_1 (17), edfxtp_1 (16), nor2_1 (16), nor3_1 (13)
Leak Pwr = 0.9527 nW
First-pass GRT wire length = 5043 µm
All-Layer GR Usage = 11.09%
Cells after Synth = 151
Setup bufs post-CTS = 0
Final wirelength = 3276 µm
Top FF cell, synth = dfxtp_1
Power per standard cell area = 780.3 nW/µm²
Top area contributor share = 44.93%
Max Cap Viol = 0
Post-synth ARST share = 0%
CP Buf/Inv Count = 1
Post-CTS sizing = 0
Final hold vios = 0
Clk slew on worst S/H paths = 0.06 ns
Min Hold Slack = 0.4389 ns
Routability congestion estimate = 0.8140
Final Util = 43.86%
Initial antenna violation count = 0
Synth top area cells = dfxtp_1 (45%), edfxtp_1 (26%), and2_1 (5.8%), nor3_1 (3.6%), nor2_1 (3.3%)
DRT Pass-1 Iters = 4
Crit start category = register
RSZ-0062 raised after global routing = no
Clk_skew = 0.007875 ns
Chip Height = 80.04 µm
Synth Area per Inst = 12.10 µm²
Post-synth seq share = 71.23%
Area Overhead vs Synth = 41.30%
CTS buffer count = 9
Syn Std Cell Area = 1827 µm²
Post-route DRC = 0
CP Max Fanout = 1
Critical-path cell list = clkdlybuf4s50_1
# Cells Yosys = 151
# setup viols final = 0
Via count = 1230
Largest area contributor in the netlist = dfxtp_1
Number of enable flip-flop cells = 16
Design Power = 2.014 mW
Number of I/O port buffers = 50
Share of layout cells above drive strength 1 = 9.859%
Hpwl dp = 2329 µm
Max Freq = 0.6198 GHz
Crit path kind = register to primary output
Vias in the first global route = 1084
CTS tree = done
## routing by layer
| metal | up-vias | GRT usage (%) | wire, µm |
|---|---|---|---|
| li1 | 626 | - | - |
| met1 | 538 | 16.74 | 1514 |
| met2 | 62 | 15.47 | 1426 |
| met3 | 4 | 5.104 | 309 |
| met4 | 0 | 1.607 | 25 |
| met5 | - | 0 | 0 |
## kinds of logic after synthesis
group | share of synthesized area [%]
AOI/OAI and AO/OA | 5.891
buffers and inverters | 4.520
DFF | 71.23
other | 0.2053
and+or+nand+nor | 18.15
## final timing paths
check,startpoint,end,slack [ns],cells after the start
setup / recovery,immediateHigh[0],immediateHigh[0],0.69,1
hold / removal,currentInstruction[13],opCode[1],0.44,1
setup reg to reg,currentInstruction[4],currentState[7],1.00,4
hold reg to reg,currentInstruction[13],opCode[1],0.44,1
## final cells by class
cell class	instances	area (µm²)
well taps	75	93.84
repair buffers	52	515.5
clock buffers	12	166.4
multi-input cells	83	461.7
flip-flops and latches	57	1301
fillers	579	3304
clock inverters	4	23.77
inverters	5	18.77
## cell usage in the layout, fill, tap and decap left out, types with 3 or more instances in the layout
cell type	instances
conb_1	6
nor3_1	13
nor2_1	16
nor2b_1	3
a22oi_1	4
edfxtp_1	16
dfxtp_1	41
clkbuf_8	10
inv_1	4
a21oi_1	4
clkdlybuf4s50_1	50
and2_1	17
## where the power goes
group	switching [mW]	total, mW	leakage, nW	internal [mW]
combinational	0.0328	0.0877	0.372	0.0548
sequential	0.0200	1.08	0.483	1.06
clock	0.362	0.844	0.0978	0.482
total	0.415	2.01	0.953	1.60
## state kept, by name, summed over array words and instances, names as in the netlist
signal / count
currentInstruction: 16
currentState: 8
exOp: 4
immediateHigh: 4
immediateLow: 4
memAEnabled: 1
memAWriteEnabled: 1
opCode: 4
pcEnabled: 1
rDest: 4
rSrc: 4
regOrImm: 1
regWrite: 5
## metrics by stage
step / std cells / setup slack (ns)
CTS: 288 / 0.6454
global route: 288 / 0.6235
global placement: 272 / 0.4913
finish: 288 / 0.6866
floorplan: 156 / 0.3858
detailed placement: 272 / 0.4501
No activity file was given, so power comes from the tool's default toggle rates.
