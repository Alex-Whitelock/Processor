**flow/design.v**
```verilog
`timescale 1ns / 1ps
module Control_Logic(
    input [15:0] instruction,
	 input clock,
	 input reset,
	 output [3:0] immediateLow,
	 output [3:0] immediateHigh,
    output [4:0] registerEnables,
	 output [4:0] Rdest,
	 output [4:0] Rsrc,
    output [3:0] aluOp,
    output [3:0] aluExOp,
	 output immediateOrReg,
    output memAEnabled,
    output memAWriteEn,
    output memBEnabled,
    output memCntrlBranch,
	 output outReset
    );
parameter R_Type=4'b0000;
parameter Shift=4'b1000;
parameter ADD = 4'b0101; 
parameter ADDU = 4'b0110;
parameter ADDC = 4'b0111;
parameter ADDCU = 4'b1010;
parameter SUB = 4'b1001;
parameter CMP = 4'b1011;
parameter CMPU= 4'b1000;
parameter AND = 4'b0001;
parameter OR = 4'b0010;
parameter XOR = 4'b0011;
parameter NOP = 4'b0000;
parameter NOT = 4'b0100;
parameter LW = 4'b1100; 
parameter SW = 4'b1111; 
parameter ADDI = 4'b0101; 
parameter ADDUI = 4'b0110;
parameter ADDCI = 4'b0111;
parameter ADDCUI = 4'b1101;     
parameter SUBI = 4'b1001;
parameter CMPI = 4'b1011;
parameter LWI = 4'b0011;
parameter ANDI = 4'b0001;
parameter LSH = 4'b0100;
parameter LSHI = 4'b1000;
parameter RSH = 4'b0101;
parameter RSHI = 4'b0111;
parameter ALSH = 4'b0110;
parameter ARSH = 4'b0011;
always@(instruction)
begin 	
	Rdest=instruction[11:8];
	memBEnabled=1;
	case(instruction[11:8])
			R_Type:
			begin
			case(instruction[7:4])
			LW:
				begin 
				immediateLow=4'd0;
				immedaiteHigh=4'd0;
				registerEnables=instruction[11:8];
				Rsrc=instruction[3:0];
				aluOp=instruction[15:12];
				aluExOp=instruction[7:4];
				immediateOrReg=1; 
				memAEnabled=1;
				memAWriteEn=0;
				outReset=0;
				end
			SW:
				begin
				immediateLow=4'd0;
				immedaiteHigh=4'd0;
				registerEnables=instruction[11:8];
				Rsrc=instruction[3:0];
				aluOp=instruction[15:12];
				aluExOp=instruction[7:4];
				immediateOrReg=1; 
				memAEnabled=1;
				memAWriteEn=1;
				outReset=0;
				end
			default:
				begin
				immediateLow=4'd0;
				immedaiteHigh=4'd0;
				registerEnables=instruction[11:8];
				Rsrc=instruction[3:0];
				aluOp=instruction[15:12];
				aluExOp=instruction[7:4];
				immediateOrReg=1; 
				memAEnabled=0;
				memAWriteEn=0;
				outReset=0;
				end
			endcase
		end
		Shift:
			begin
				case(instruction[7:4])
						LSHI:
							begin
								immediateLow=instruction[3:0];
								if(instruction[3])
									begin
									immediateHigh=4'b1111;
									end
								else
									begin
									immediateHigh=4'b0000;
									end	
								registerEnables=instruction[11:8];
								Rsrc=instruction[3:0];
								aluOp=instruction[15:12];
								aluExOp=instruction[7:4];
								immediateOrReg=0; 
								memAEnabled=0;
								memAWriteEn=0;
								outReset=0;
							end
						RSHI:
							begin
								immediateLow=instruction[3:0];
								if(instruction[3])
									begin
									immediateHigh=4'b1111;
									end
								else
									begin
									immediateHigh=4'b0000;
									end							
								registerEnables=instruction[11:8];
								Rsrc=instruction[3:0];
								aluOp=instruction[15:12];
								aluExOp=instruction[7:4];
								immediateOrReg=0; 
								memAEnabled=0;
								memAWriteEn=0;
								outReset=0;
							end
						default:
							begin
								immediateLow=4'd0;
								immedaiteHigh=4'd0;
								registerEnables=instruction[11:8];
								Rsrc=instruction[3:0];
								aluOp=instruction[15:12];
								aluExOp=instruction[7:4];
								immediateOrReg=1; 
								memAEnabled=0;
								memAWriteEn=0;
								outReset=0;
							end
					endcase		
				end
				default:
					begin
								immediateLow=instruction[3:0];
								immedaiteHigh=instruction[7:4];
								registerEnables=instruction[11:8];
								Rsrc=instruction[3:0];
								aluOp=instruction[15:12];
								aluExOp=instruction[7:4];
								immediateOrReg=0; 
								memAEnabled=0;
								memAWriteEn=0;
								outReset=0;
					end
			endcase	
	end
endmodule
```
**flow/run.sh**
```bash
#!/bin/bash
# OpenROAD 26Q1-2900-gdf79404cd8, Yosys 0.63+post, stock flow scripts
make -C /OpenROAD-flow-scripts/flow DESIGN_CONFIG=/design/flow/config.mk WORK_HOME=/design/flow/orfs finish
```
**flow/config.mk**
```make
export PLATFORM = sky130hd
export DESIGN_NAME = Control_Logic
export DESIGN_NICKNAME = Control_Logic
export VERILOG_FILES = /design/flow/design.v
export SDC_FILE = /design/flow/constraint.sdc
export NUM_CORES = 4
export LEC_CHECK = 1
export CORE_AREA = 10 10 70 70
export DIE_AREA = 0 0 80 80
```
**flow/constraint.sdc**
```tcl
current_design Control_Logic

set clk_period 1.6
set clk_io_pct 0.2

create_clock -name clk0 -period $clk_period

set non_clock_inputs [all_inputs -no_clocks]
set_input_delay [expr $clk_period * $clk_io_pct] -clock clk0 $non_clock_inputs
set_output_delay [expr $clk_period * $clk_io_pct] -clock clk0 [all_outputs]
```
==> impl_metrics.csv <==
group,metric,value,unit
synthesis,simple_gate_share,0.221,
final_timing,unconstrained_endpoints,5,
die,placement_rows,21,
final_timing,max_freq,640,MHz
synthesis,synth_cell_types,15,
synthesis,synthCells,47,
critical_path,critPathCaptureType,"primary output",
routing,post_drt_wl_per_cell,11.6,µm
global_routing,gr-usage-met2,0.0803,
routing,num_vias,336,
routing,drc,0,
placement,io_buffers,39,
routing,ant_nets,0,
global_routing,grt_pass1_vias,373,
global_routing,grt_max_degree,7,
global_routing,use_met1,0.0358,
final_timing,hold_viol,0,
cts,holdBufCountCts,0,
power,power.total,0.131,mW
final_timing,timing.final.crit_share,0.976,
synthesis,topCombFamilyByArea,"buffers and inverters",
final_timing,slew_viol_final,0,
final_layout,fillers,373,
synthesis,synth-xor-area-share,0,
final_layout,syn_to_final_growth,88.3,%
die,fp.coreArea,0.00342,mm²
synthesis,ys_cells,47,
synthesis,yosys_warnings,77,
critical_path,critPathRequiredTime,1.28,ns
synthesis,aoi_share,0.137,
routing,vias_per_cell,2.85,
synthesis,ys.flops,1,
routing,dr.pass1.iters,2,
final_layout,lay_top_count,"clkdlybuf4s50_1",
power,leakage,0.334,nW
routing,drt-initial-drc-count,2,
routing,wl,1370,µm
synthesis,ys_area,374,µm²
routing,diodes,0,
die,die_h,80,µm
final_layout,final_layout_size_suffix_gt1_frac,0.444,
global_routing,grt_antenna_before_repair,0,
final_layout,mi_logic_area,178,µm²
global_routing,grtUsageMet3,0.00341,
min_path,hold_class,"in -> out",
final_layout,largest_reg_flops,1,
outcome,outcome,"complete, no violations",
power,p_per_area,186,mW/mm²
synthesis,mux_area_frac,0,
die,die_w,80,µm
min_path,min_path_cells,0,
global_routing,grt_busiest_layer,"met2",
die,die_area,0.00640,mm²
final_layout,register_area,15.0,µm²
global_routing,grt_usage,0.0365,
die,fp_util,0.110,
global_routing,grt-ovfl-total,0,
synthesis,synth.avg_cell_area,7.96,µm²
job,drv_cap,0,
final_timing,layout_min_cycle_time,1.56,ns
placement,gp_congestion,0.644,
job,warnings,35,
global_routing,grt_pass1_wl,1950,µm
power,irDropWorstVdd,0.0000386,V
critical_path,cp.arrival,1.24,ns
final_layout,final_cell_mix,"20 x clkdlybuf4s50_1, 12 x buf_4, 6 x conb_1",
final_timing,worst_hold_slack,0.640,ns
final_timing,unclocked_regs,1,
die,boundaryPins,55,
critical_path,start_kind,"primary input",
critical_path,worstPathMaxFanout,2,
synthesis,synth_area,374,µm²
critical_path,crit_type,"in -> out",
synthesis,adder_share,0,
final_timing,setup-violations-final,0,
-- Yosys cell counts --
cell	instances	area (µm²)
and4b_4	1	13.8
nor4b_4	1	23.8
nand4b_1	1	8.76
or2_2	1	6.26
a21boi_1	4	30.0
buf_4	29	218
o211ai_1	1	7.51
dlxtn_1	1	15.0
nand2_1	1	3.75
a21oi_1	1	5.00
nor3_4	1	16.3
and2_1	1	6.26
o21ai_2	1	8.76
conb_1	2	7.51
nor2_1	1	3.75
-- logic make-up after synthesis --
family          after synthesis
compound gates                7
buf+inv                      29
other cells                   2
simple gates                  8
latches                       1
-- metal layers --
metal,vias to the layer above,share of wire
met5,-,0
met4,0,0
met3,0,0.058
met2,11,0.62
met1,153,0.32
li1,172,-
-- worst max-delay path, cell delays in order --
cell             delay (ns)
buf_4                  0.12
nor3_4                 0.20
nand4b_1               0.15
buf_4                  0.17
nor2_2                 0.09
clkdlybuf4s15_1        0.18
-- layout make-up --
type                       count  area share
tap                           46      0.0817
timing repair buffer          50       0.645
sequential                     1      0.0213
multi-input combinational     21       0.252
-- repair_timing --
item,CTS,global route
pin swaps,10,6
setup endpoints to repair,20,9
buffers inserted,3,3
gates resized,50,16
-- path summary, 6_finish.rpt --
check                  startpoint           to  slack (ns)
setup / recovery   instruction[9]  memAWriteEn        0.04
hold / removal    instruction[12]     aluOp[0]        0.64
-- power breakdown --
group / leakage [nW] / switching, mW / internal [mW]
registers: 0.00815 / 0.00109 / 0.00169
clock network: 0 / 0 / 0
logic: 0.326 / 0.0362 / 0.0918
-- per-stage QoR --
| stage | setup TNS [ns] | setup slack [ns] | area, µm² | utilization | std cells |
|---|---|---|---|---|---|
| global route | -0.0321 | -0.0321 | 704 | 0.206 | 118 |
| global placement | -5.99 | -0.695 | 672 | 0.197 | 114 |
| finish | 0 | 0.0386 | 704 | 0.206 | 118 |
| floorplan | 0 | 0.437 | 389 | - | 51 |
| CTS | -0.197 | -0.197 | 664 | 0.195 | 117 |
| detailed placement | -5.97 | -0.649 | 672 | 0.197 | 114 |
Power figures rest on the tool's default switching activity, not on a simulated workload.
