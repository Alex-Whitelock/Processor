===== flow/config.mk =====
export PLATFORM = sky130hd
export DESIGN_NAME = FOUR_LIGHTS_FSM
export DESIGN_NICKNAME = FOUR_LIGHTS_FSM
export VERILOG_FILES = /design/flow/design.v
export SDC_FILE = /design/flow/constraint.sdc
export NUM_CORES = 4
export LEC_CHECK = 1
export CORE_UTILIZATION = 30

===== flow/constraint.sdc =====
current_design FOUR_LIGHTS_FSM

set clk_period 4.2
set clk_io_pct 0.2

create_clock -name clk0 -period $clk_period [get_ports {clk}]

set non_clock_inputs [all_inputs -no_clocks]
set_input_delay [expr $clk_period * $clk_io_pct] -clock clk0 $non_clock_inputs
set_output_delay [expr $clk_period * $clk_io_pct] -clock clk0 [all_outputs]

===== flow/design.v =====
`timescale 1ns / 1ps
module FOUR_LIGHTS_FSM(
	 input clk,
	 input [15:0] num,
    output wire [7:0] BCD_display,
    output wire [3:0] An_display
    );
	 reg en;
	 reg [27:0] count;	
	 reg [1:0] pres_s = 2'b00;
	 reg [1:0] next_s = 2'b01;
	 reg [1:0] An_Sel;
	 reg [3:0] BCD_Sel;	 
	seg_display seg_display(An_Sel, BCD_Sel, An_display, BCD_display);
	always@(posedge clk)
	begin
		if(count == 10**5)
		begin
			pres_s <= next_s;
			count <= 0;
		end
		else
		begin
			pres_s <= pres_s;
			count <= count+1;
		end
	end
	always@(pres_s)
	begin
		case(pres_s)
			2'b00: next_s = 2'b01;
			2'b01: next_s = 2'b10;
			2'b10: next_s = 2'b11;
			2'b11: next_s = 2'b00;
		endcase
	end
	always@(pres_s)
	begin
		case(pres_s)
			2'b00:
				begin
					An_Sel = 2'b00;
					BCD_Sel = num[15:12];
				end
			2'b01:
				begin
					An_Sel = 2'b01;
					BCD_Sel = num[11:8];
				end
			2'b10:
				begin
					An_Sel = 2'b10;
					BCD_Sel = num[7:4];
				end
			2'b11:
				begin
					An_Sel = 2'b11;
					BCD_Sel = num[3:0];
				end
		endcase
	end
endmodule
`timescale 1ns / 1ps
module seg_display(
    input [1:0] sel,
    input [3:0] bcd,
    output reg [3:0] sel_out,
    output reg [7:0] bcd_out
    );
	 always@(bcd,sel)
	 begin
		case(bcd)
		4'd0: bcd_out=8'b10000001;
		4'd1: bcd_out=8'b11001111;
		4'd2: bcd_out=8'b10010010;
		4'd3: bcd_out=8'b10000110;
		4'd4: bcd_out=8'b11001100;
		4'd5: bcd_out=8'b10100100;
		4'd6: bcd_out=8'b10100000;
		4'd7: bcd_out=8'b10001111;
		4'd8: bcd_out=8'b10000000;
		4'd9: bcd_out=8'b10000100;
		4'd10: bcd_out=8'b10001000;
		4'd11: bcd_out=8'b11100000;
		4'd12: bcd_out=8'b10110001;
		4'd13: bcd_out=8'b11000010;
		4'd14: bcd_out=8'b10110000;		
		4'd15: bcd_out=8'b10111000;
		default bcd_out=8'b11111111;
		endcase;
		case(sel)
		2'd0: sel_out=4'b1110;
		2'd1: sel_out=4'b1101;
		2'd2: sel_out=4'b1011;
		2'd3: sel_out=4'b0111;
		endcase;
	end;
endmodule

===== flow/run.sh =====
#!/bin/bash
# OpenROAD 26Q1-2900-gdf79404cd8, Yosys 0.63+post, stock flow scripts
make -C /OpenROAD-flow-scripts/flow DESIGN_CONFIG=/design/flow/config.mk WORK_HOME=/design/flow/orfs finish

==> run notes <==
Implementation status.

- Cell internal power was estimated by the tool at 0.493 mW.
- The highest layer used for signal routing is met4.
- The relative slew slack is 49.4%.
- The final timing report derives a shortest allowable period of 3.85 ns.
- The gate-level netlist out of Yosys references 41 unique cell types.
- The timing report lists the critical path depth as 8 cells.
- The top achievable clock speed is 0.260 GHz.
- The global routing report lists combined usage of all routing layers as 11.1%.
- The worst hold path stage count is 1.
- The total power divided by cell area is 259 mW/mm^2.
- The required time of the critical path is 3.36 ns.
- The violation tally recorded at the end of detailed-routing iteration 0 is 34.
- Counting along the longest clock path gives a buffer depth of 2.
- The clock sink count is 30.
- Adding up every negative setup slack in the final design gives 0 ns.
- The total length of routed met3 wires is 218 um.
- Between clock sinks in the finished design, the worst skew comes to 0.00950 ns.
- The kind of critical path is primary input to output port.
- The cell area after technology mapping is 0.00187 sq mm.
- Across all register-to-register paths, the minimum setup slack is 2.29 ns.
- The worst setup path is captured at an output port.
- The floorplan step records an initial core utilization of 31.4%.
- The first global-routing pass estimated 5.75 mm of wire.
- From bottom edge to top edge, the die measures 80.9 um.
- For this design the top-level I/O count stands at 29.
- The root cell of the clock tree is clkbuf_8.
- The final route contains 1,379 vias.
- The HPWL reported at the end of detailed placement is 2.47 mm.
- Warnings raised by the tools during the run amount to 34.
- The die boundary width is 80.9 um.
- Per the skew report, the later register of the worst-skew pair sees a clock latency of 0.28 ns.
- The net switching fraction of the power is 17.7%.
- Counting flops with a built-in enable in the synthesized netlist gives 2.
- The initial antenna violation count is 0.
- The worst path uses 91.6% of the clock period.
- The placeable core region is 0.00596 sq mm.
- After detailed routing, the met2 layer carries 1.41 mm of wire.
- Dividing the detail-routed via count by the number of cells gives 4.55.
- For this run the aggregate overflow at the end of global routing stands at 0.
- Per the timing report, the biggest fanout along the worst path comes to 5.
- The number of cells on the worst reg-to-reg path is 5.
- Setup repair after global routing left no endpoint under its margin.
- The proportion of layout cells with a drive suffix above 1 is 11.4%.
- The largest net degree at the start of global routing is 14.
- In this run the full chip footprint comes out at 0.00655 sq mm.
- The gate family responsible for the most delay along the worst path is buffers and inverters.
- The maximum level of the CTS H-tree is 2.
- Per the repair_timing log after CTS, setup buffers inserted total 0.
- The total inserted antenna cells is 0.
- Averaged over all synthesized cells, the footprint is 9.44 sq um.
- The DRC violation count after routing is 0.
- The cell type with the highest occurrence count on the critical path is clkdlybuf4s50_1.
- The final number of max-transition violations is 0.
- The worst setup slack before clock tree synthesis is 0.349 ns.
- The number of cells reported by Yosys stat comes to 198.
- The area taken by multi-input combinational cells is reported as 0.00113 sq mm.
- The script extracted a total leakage power of 0.903 nW.
- The final hold violation count is 0.
- Per the detail_route report, routed wire per instance is 10.9 um.
- The register area is 621 sq um.
- The net switching power in the latest report is 0.106 mW.
- Wires add up to 3.31 mm.
- The number of standard cells after synthesis is 198.
- Yosys reported that registers with async set or reset make up 0%.
- The number of buffers created by CTS is 5.
- The worst VDD IR drop from the latest analysis is 0.000158 V.
- The pin closest to its max-slew limit shows a slew of 0.755 ns.
- Together, buffers and inverters on the worst path number 3.
- In this run the tool buffered the top-level ports with 27 buffer cells.
- TritonCTS built the clock tree.
- The worst setup path is launched from a primary input.
- The number of placement rows is 28.
- Looking at the power breakdown, combinational cells take 2.6% of the total.
- The dominant register cell is dfxtp_1.
- The total of cells resized after clock tree synthesis is 0.
- The share of synthesized area occupied by flip-flops and latches is 33.2%.
- The signed area change from the synthesized netlist to the final layout is 24.0%.
- The run finished with clean final reports.
- The signal on the critical path passes through clkdlybuf4s50_1 -> a222oi_1 -> mux2i_1 -> inv_1 -> ha_1 -> or3_1 -> o21ai_0 -> clkdlybuf4s50_1.
- The critical path's slowest cell is clkdlybuf4s50_1.
- The number of global-route vias before repair is 1,257.
- Post-synthesis, Yosys gives the total cell area as 0.00187 sq mm.
- The worst hold path belongs to the class flop to flop.
- Looking at the power breakdown, sequential logic takes 47.9% of the total.
- The total of endpoints with negative setup slack in the final report is 0.
- The clock transition at the registers of the reported paths is 0.07 ns.
- The synthesis log from Yosys contains 2 warnings.
- The hold buffer count at CTS is 0.
- The data arrival at the endpoint of the critical path is 3.01 ns.
- The smallest setup slack after layout is 0.353 ns.
- The number of antenna-violating nets in the routed design is 0.
- Once synthesis finished, the tally of register bits stood at 30.
- The clock share of power is 49.5%.
- On the worst path, the slowest cell contributes a delay of 0.48 ns.
- The tally of max-capacitance violations is 0.
- The wire length on met1 is 1.63 mm.
- The final RePlAce weighted congestion is 0.830.
- The number of detailed-route iterations in the first pass is 4.
- Counting the fill cells in the layout gives 572.
## per-stage QoR
step	instances	cell area [sq um]	hold WS (ns)	util [%]	power [mW]
2_1_floorplan	198	1870	0.432	-	0.295
3_3_place_gp	295	2200	0.452	37.0	0.309
3_5_place_dp	295	2200	0.450	37.0	0.309
4_1_cts	303	2320	0.462	38.9	0.606
5_1_grt	303	2320	0.478	38.9	0.621
6_report	303	2320	0.460	38.9	0.599
## cell type report
cell class	count	area share (%)
Clock inverter	1	1.30
Clock buffer	7	3.73
Tap cell	75	4.05
Sequential cell	30	26.8
Inverter	21	3.40
Multi-Input combinational cell	141	48.8
Timing Repair Buffer	28	12.0
## layout by cell type, fill, tap and decap left out, types with 2 or more instances in the layout
| cell type | count |
|---|---|
| dfxtp_1 | 28 |
| clkdlybuf4s50_1 | 27 |
| inv_1 | 21 |
| nand2_1 | 15 |
| xnor2_1 | 15 |
| nor2_1 | 14 |
| ha_1 | 13 |
| xor2_1 | 11 |
| mux2i_1 | 10 |
| nor3_2 | 7 |
| clkbuf_8 | 6 |
| nor4_1 | 5 |
| nand4_1 | 5 |
| nand3_1 | 5 |
| mux2_2 | 3 |
| a222oi_1 | 3 |
| o22ai_1 | 3 |
| nor4b_1 | 3 |
| and4_1 | 3 |
| nor3_1 | 3 |
| o21ai_0 | 2 |
| or3_1 | 2 |
| nand4_4 | 2 |
| nor4_4 | 2 |
| nor2b_1 | 2 |
| edfxtp_1 | 2 |
## sequential cells by signal, indices dropped and copies added, names as in the netlist
register / count
count: 28
pres_s: 2
## power groups by stage
stage | Combinational, mW | Clock [mW] | Sequential [mW]
after CTS | 0.0158 | 0.303 | 0.287
final | 0.0157 | 0.297 | 0.287
after global routing | 0.0165 | 0.318 | 0.287
## routing by layer
layer  vias up  track usage (%)
met5         -                0
met4         0             1.61
met3         5             2.39
met2        34             17.0
met1       602             16.5
li1        738                -
## synth_stat cells (2+ instances only)
| library cell | n | area, sq um |
|---|---|---|
| buf_4 | 2 | 15.0 |
| nand4_1 | 5 | 31.3 |
| nor3_1 | 3 | 15.0 |
| nor4b_1 | 3 | 26.3 |
| a222oi_1 | 3 | 30.0 |
| mux2i_1 | 10 | 100 |
| nand3_1 | 5 | 25.0 |
| nand2_1 | 15 | 56.3 |
| nor4_4 | 2 | 42.5 |
| nand4_4 | 2 | 42.5 |
| and4_1 | 3 | 26.3 |
| mux2_2 | 3 | 33.8 |
| or3_1 | 2 | 12.5 |
| o22ai_1 | 3 | 18.8 |
| nor2_1 | 14 | 52.6 |
| inv_1 | 21 | 78.8 |
| dfxtp_1 | 28 | 561 |
| nor3_2 | 7 | 70.1 |
| buf_2 | 2 | 10.0 |
| edfxtp_1 | 2 | 60.1 |
| xnor2_1 | 15 | 131 |
| nor4_1 | 5 | 31.3 |
| o21ai_0 | 2 | 10.0 |
| nor2b_1 | 2 | 12.5 |
| xor2_1 | 11 | 96.3 |
| ha_1 | 13 | 163 |
## cells by family after synthesis
group	Yosys count	synth area share, %
flip-flops	30	33.2
AND/OR/NAND/NOR	76	27.4
AND-OR/OR-AND	12	4.75
XOR/XNOR	26	12.2
multiplexers	13	7.16
buffers and inverters	27	6.36
other	1	0.201
adder cells (fa/ha/maj)	13	8.70
## final timing paths
path                            startpoint              to
worst max-delay path                num[4]  BCD_display[2]
worst min-delay path             count[27]       count[27]
worst min register to register   count[27]       count[27]
worst max register to register    count[0]       pres_s[0]
Power and IR drop assume default switching activity.
